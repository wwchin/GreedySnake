<file path="/design/flow/run.sh">
#!/bin/bash
# OpenROAD 26Q1-2900-gdf79404cd8, Yosys 0.63+post, stock flow scripts
make -C /OpenROAD-flow-scripts/flow DESIGN_CONFIG=/design/flow/config.mk WORK_HOME=/design/flow/orfs finish
</file>
<file path="/design/flow/config.mk">
export PLATFORM = sky130hd
export DESIGN_NAME = boom_movement
export DESIGN_NICKNAME = boom_movement
export VERILOG_FILES = /design/flow/design.v
export SDC_FILE = /design/flow/constraint.sdc
export NUM_CORES = 4
export LEC_CHECK = 1
export CORE_UTILIZATION = 30
</file>
<file path="/design/flow/constraint.sdc">
current_design boom_movement

set clk_period 6.8
set clk_io_pct 0.2

create_clock -name clk0 -period $clk_period [get_ports {clk}]

set non_clock_inputs [all_inputs -no_clocks]
set_input_delay [expr $clk_period * $clk_io_pct] -clock clk0 $non_clock_inputs
set_output_delay [expr $clk_period * $clk_io_pct] -clock clk0 [all_outputs]
</file>
<file path="/design/flow/design.v">
module boom_movement (
    input   clk,
    input   rst_n,
    input   [1:0]   player1_direct,
    input   [1:0]   player2_direct,
    input   [5:0]   head_x1,
    input   [5:0]   head_y1,
    input   [5:0]   head_x2,
    input   [5:0]   head_y2,
    input   [24:0]  speed,
    input   boom_active1,
    input   boom_active2,
    input  boom_display,
    output o_outside1,
    output o_outside2,
    output o_outside3,
    output [5:0]    o_boom1_x,
    output [5:0]    o_boom1_y,
    output [5:0]    o_boom2_x,
    output [5:0]    o_boom2_y,
    output [5:0]    o_boom3_x,
    output [5:0]    o_boom3_y,
    output  o_ready_next_boom
);
localparam UP    = 2'd0;
localparam DOWN  = 2'd1;
localparam LEFT  = 2'd2;
localparam RIGHT = 2'd3;
parameter S_WAIT = 0;
parameter S_PLAYER1_ACT  = 1;
parameter S_PLAYER2_ACT  = 2;
logic ready_next_boom, ready_next_boom_nxt;
logic [31:0] clk_cnt, clk_cnt_nxt; 
logic [5:0] boom1_x, boom1_x_nxt;
logic [5:0] boom1_y, boom1_y_nxt;
logic [5:0] boom2_x, boom2_x_nxt;
logic [5:0] boom2_y, boom2_y_nxt;
logic [5:0] boom3_x, boom3_x_nxt;
logic [5:0] boom3_y, boom3_y_nxt;
logic outside1, outside1_nxt;
logic outside2, outside2_nxt;
logic outside3, outside3_nxt;
logic [1:0] direct1, direct1_nxt;
logic [1:0] direct2, direct2_nxt;
assign o_boom1_x = boom1_x;
assign o_boom1_y = boom1_y;
assign o_boom2_x = boom2_x;
assign o_boom2_y = boom2_y;
assign o_boom3_x = boom3_x;
assign o_boom3_y = boom3_y;
assign o_ready_next_boom = ready_next_boom;
assign o_outside1 = outside1;
assign o_outside2 = outside2;
assign o_outside3 = outside3;
logic all_out, all_out_nxt;
logic [1:0] state, state_nxt;
always_comb begin
    state_nxt = state;
    clk_cnt_nxt = clk_cnt;
    boom1_x_nxt = boom1_x;
    boom1_y_nxt = boom1_y;
    boom2_x_nxt = boom2_x;
    boom2_y_nxt = boom2_y;
    boom3_x_nxt = boom3_x;
    boom3_y_nxt = boom3_y;
    direct1_nxt = direct1;
    direct2_nxt = direct2;
    case (state)
        S_WAIT : begin
            clk_cnt_nxt = 0;
            boom1_x_nxt = 0;
            boom1_y_nxt = 0;
            boom2_x_nxt = 0;
            boom2_y_nxt = 0;
            boom3_x_nxt = 0;
            boom3_y_nxt = 0;
            if (boom_active1) begin
                case (player1_direct)
                    UP: begin
                        boom1_x_nxt = head_x1 - 2;
								boom1_y_nxt = head_y1;
								boom2_x_nxt = head_x1;
                        boom2_y_nxt = head_y1 - 2;
                        boom3_x_nxt = head_x1 + 2;  
								boom3_y_nxt = head_y1;
                    end 
                    DOWN: begin
                        boom1_x_nxt = head_x1 + 2;
								boom1_y_nxt = head_y1;
								boom2_x_nxt = head_x1;
                        boom2_y_nxt = head_y1 + 2;
                        boom3_x_nxt = head_x1 - 2;
								boom3_y_nxt = head_y1;
                    end
                    LEFT: begin
								boom1_x_nxt = head_x1;
                        boom1_y_nxt = head_y1 + 2;
                        boom2_x_nxt = head_x1 - 2;
								boom2_y_nxt = head_y1;
								boom3_x_nxt = head_x1;
                        boom3_y_nxt = head_y1 - 2;    
                    end
                    RIGHT: begin
								boom1_x_nxt = head_x1;
                        boom1_y_nxt = head_y1 - 2;
                        boom2_x_nxt = head_x1 + 2;
								boom2_y_nxt = head_y1;
								boom3_x_nxt = head_x1;
                        boom3_y_nxt = head_y1 + 2;
                    end 
                endcase
                direct1_nxt = player1_direct; 
                state_nxt = S_PLAYER1_ACT;
            end else if (boom_active2) begin
                case (player2_direct)
                        UP: begin
                            boom1_x_nxt = head_x2 - 2;
									 boom1_y_nxt = head_y2;
									 boom2_x_nxt = head_x2;
                            boom2_y_nxt = head_y2 - 2;
                            boom3_x_nxt = head_x2 + 2;  
									 boom3_y_nxt = head_y2; 
                        end 
                        DOWN: begin
                            boom1_x_nxt = head_x2 + 2;
									 boom1_y_nxt = head_y2;
									 boom2_x_nxt = head_x2;
                            boom2_y_nxt = head_y2 + 2;
                            boom3_x_nxt = head_x2 - 2;
									 boom3_y_nxt = head_y2; 
                        end
                        LEFT: begin
									 boom1_x_nxt = head_x2;
                            boom1_y_nxt = head_y2 + 2;
                            boom2_x_nxt = head_x2 - 2;
									 boom2_y_nxt = head_y2;
									 boom3_x_nxt = head_x2;
                            boom3_y_nxt = head_y2 - 2;    
                        end
                        RIGHT: begin
									 boom1_x_nxt = head_x2;
                            boom1_y_nxt = head_y2 - 2;
                            boom2_x_nxt = head_x2 + 2;
									 boom2_y_nxt = head_y2;
									 boom3_x_nxt = head_x2;
                            boom3_y_nxt = head_y2 + 2;
                        end 
                    endcase
                direct2_nxt = player2_direct;
                state_nxt = S_PLAYER2_ACT;
            end else begin
                state_nxt = S_WAIT;
            end
        end 
        S_PLAYER1_ACT : begin
            clk_cnt_nxt = clk_cnt + 1;
            if (all_out) begin
                state_nxt = S_WAIT;
            end else begin
                if (clk_cnt == speed)  begin
                    clk_cnt_nxt = 0;
                    case (direct1)
                        UP: begin
                            boom1_x_nxt = boom1_x - 1;
                            boom2_y_nxt = boom2_y - 1;
                            boom3_x_nxt = boom3_x + 1;  
                        end 
                        DOWN: begin
                            boom1_x_nxt = boom1_x + 1;
                            boom2_y_nxt = boom2_y + 1;
                            boom3_x_nxt = boom3_x - 1;
                        end
                        LEFT: begin
                            boom1_y_nxt = boom1_y + 1;
                            boom2_x_nxt = boom2_x - 1;
                            boom3_y_nxt = boom3_y - 1;    
                        end
                        RIGHT: begin
                            boom1_y_nxt = boom1_y - 1;
                            boom2_x_nxt = boom2_x + 1;
                            boom3_y_nxt = boom3_y + 1;
                        end 
                    endcase
                end
            end
        end
        S_PLAYER2_ACT : begin
            clk_cnt_nxt = clk_cnt + 1;
            if (all_out) begin
                state_nxt = S_WAIT;
            end else begin
                if (clk_cnt == speed)  begin
                    clk_cnt_nxt = 0;
                    case (direct2)
                        UP: begin
                            boom1_x_nxt = boom1_x - 1;
                            boom2_y_nxt = boom2_y - 1;
                            boom3_x_nxt = boom3_x + 1;  
                        end 
                        DOWN: begin
                            boom1_x_nxt = boom1_x + 1;
                            boom2_y_nxt = boom2_y + 1;
                            boom3_x_nxt = boom3_x - 1;
                        end
                        LEFT: begin
                            boom1_y_nxt = boom1_y + 1;
                            boom2_x_nxt = boom2_x - 1;
                            boom3_y_nxt = boom3_y - 1;    
                        end
                        RIGHT: begin
                            boom1_y_nxt = boom1_y - 1;
                            boom2_x_nxt = boom2_x + 1;
                            boom3_y_nxt = boom3_y + 1;
                        end 
                    endcase
                end
            end
        end
    endcase
end
always_comb begin
    if (all_out && !ready_next_boom) begin
        ready_next_boom_nxt = 1;
    end else begin
        ready_next_boom_nxt = 0;
    end
end
always_comb begin
    if (outside1 && outside2 && outside3) begin
        all_out_nxt = 1;
    end else  begin
        all_out_nxt = 0;
    end
end
always_comb begin
    if (state == S_WAIT) begin
        outside1_nxt = 0;
    end else if ((boom1_x > 38 || boom1_x < 0 || boom1_y > 28 || boom1_y < 0) && !boom_display) begin
        outside1_nxt = 1;
    end else if (all_out) begin
        outside1_nxt = 0;
    end else begin
        outside1_nxt = outside1;
    end
    if (state == S_WAIT) begin
        outside2_nxt = 0;
    end else if ((boom2_x > 38 || boom2_x < 0 || boom2_y > 28 || boom2_y < 0) && !boom_display) begin
        outside2_nxt = 1;
    end else if (all_out) begin
        outside2_nxt = 0;
    end else begin
        outside2_nxt = outside2;
    end
    if (state == S_WAIT) begin
        outside3_nxt = 0;
    end else if ((boom3_x > 38 || boom3_x < 0 || boom3_y > 28 || boom3_y < 0) && !boom_display) begin
        outside3_nxt = 1;
    end else if (all_out) begin
        outside3_nxt = 0;
    end else begin
        outside3_nxt = outside3;
    end
end
always_ff @(posedge clk or negedge rst_n) begin
    if (!rst_n) begin
        state  <= S_WAIT;
        ready_next_boom <= 0;
        all_out <= 0;
        boom1_x <= 0;
        boom1_y <= 0;
        boom2_x <= 0;
        boom2_y <= 0;
        boom3_x <= 0;
        boom3_y <= 0;
        clk_cnt <= 0;
        outside1 <= 0;
        outside2 <= 0;
        outside3 <= 0;
        direct1 <= 0;
        direct2 <= 0;
    end
    else begin
        state <= state_nxt;
        ready_next_boom <= ready_next_boom_nxt;
        all_out <= all_out_nxt;
        boom1_x <= boom1_x_nxt;
        boom1_y <= boom1_y_nxt;
        boom2_x <= boom2_x_nxt;
        boom2_y <= boom2_y_nxt;
        boom3_x <= boom3_x_nxt;
        boom3_y <= boom3_y_nxt;
        clk_cnt <= clk_cnt_nxt;
        outside1 <= outside1_nxt;
        outside2 <= outside2_nxt;
        outside3 <= outside3_nxt;
        direct1 <= direct1_nxt;
        direct2 <= direct2_nxt;
    end
end
endmodule
</file>
==> insert_results.sql <==
-- physical implementation figures
INSERT INTO impl_metrics (metric_group, metric, value, unit) VALUES
('floorplanning', 'chipWidth', '158', 'um'),
('setup_path', 'cp-end-kind', 'flop', ''),
('cts', 'cts-hold-fix-buffers', '0', ''),
('global_route', 'number_of_antenna_violations_at_the_first_check_in_global_routing', '1', ''),
('synth', 'synth-async-reset-ratio', '100', '%'),
('setup_path', 'slowest_delay', '0.61', 'ns'),
('power_and_ir_drop', 'p_total', '3.09', 'mW'),
('setup_path', 'critPathMaxFanout', '8', ''),
('cts', 'post-cts-setup-buffer-count', '0', ''),
('min_path', 'min_path_type', 'flop to flop', ''),
('synth', 'yosysUniqueCellTypes', '75', ''),
('final_timing', 'period_used_share', '50.9', '%'),
('cts', 'cts.sinks', '80', ''),
('final_timing', 'slew_worst_pin', '1.02', 'ns'),
('drt', 'final_antenna_net_count', '0', ''),
('drt', 'viasPerCell', '5.56', ''),
('flow_run', 'max_cap_viol', '0', ''),
('power_and_ir_drop', 'p_leak', '3.38', 'nW'),
('cts', 'clock_tree.root_cell', 'sky130_fd_sc_hd__clkbuf_16', ''),
('cts', 'cts_resized', '0', ''),
('final_timing', 'setup-violations-final', '0', ''),
('synth', 'synth_warnings', '1', ''),
('drt', 'totalWireLength', '22.8', 'mm'),
('final_layout', 'drive_above_1_share', '6.07', '%'),
('setup_path', 'path_delay_family', 'AND-OR/OR-AND gates', ''),
('floorplanning', 'io-pin-count', '98', ''),
('floorplanning', 'row_count', '56', ''),
('global_route', 'grt_max_degree', '47', ''),
('min_path', 'min-delay-start', 'ready_next_boom', ''),
('place', 'portBuffers', '97', ''),
('setup_path', 'cp_cell_sequence', 'clkdlybuf4s50_1 -> inv_1 -> ha_1 -> or4b_2 -> a21boi_0 -> xnor2_1 -> o22ai_1 -> a221oi_1 -> a21oi_1', ''),
('setup_path', 'critical_path_class', 'primary input to flop', ''),
('synth', 'ff_type', 'sky130_fd_sc_hd__dfrtp_1', ''),
('status', 'outcome', 'finished, final reports clean', ''),
('final_timing', 'slew-limit-headroom', '32.3', '%'),
('floorplanning', 'chip_area', '25000', 'um2'),
('final_timing', 'slew_violations', '0', ''),
('global_route', 'grt_pass1_wl', '35.6', 'mm'),
('cts', 'tritoncts.num_buffers', '9', ''),
('floorplanning', 'floorplanUtilization', '30.9', '%'),
('synth', 'edf_count', '0', ''),
('drt', 'initial_drc_count', '573', ''),
('setup_path', 'r2r_start', 'state[1]', ''),
('setup_path', 'worst_reg_to_reg_path_cell_count', '6', ''),
('global_route', 'overall_global_routing_usage', '18.7', '%'),
('min_path', 'hold_depth', '1', ''),
('drt', 'route.vias.total', '7181', ''),
('setup_path', 'critical_path.n_buffers_inverters', '2', ''),
('place', 'dp_hpwl', '16.9', 'mm'),
('power_and_ir_drop', 'power-per-cell-area', '352', 'nW/um2'),
('floorplanning', 'chipHeight', '158', 'um'),
('cts', 'max-clock-path-buffers', '2', ''),
('drt', 'route.antenna.diode_count', '0', ''),
('synth', 'synth_area', '7320', 'um2'),
('setup_path', 'cp_slowest_cell', 'sky130_fd_sc_hd__or4b_2', ''),
('setup_path', 'worst_ep_required_time', '7.01', 'ns'),
('synth', 'post_synth.cell_area_avg', '7.98', 'um2'),
('final_timing', 'timing.final.crit_period', '3.46', 'ns'),
('drt', 'routed_wire_length_per_instance', '17.6', 'um'),
('cts', 'clkLatencyLatePin', '0.35', 'ns'),
('setup_path', 'setup.worst_path.start_class', 'primary input', ''),
('final_timing', 'timing.final.hold_violations', '0', ''),
('place', 'gp_congestion', '0.959', ''),
('drt', 'drc_errors', '0', ''),
('drt', 'first_pass_iters', '5', ''),
('global_route', 'overflow_left_after_global_routing', '0', ''),
('min_path', 'hold_end', 'ready_next_boom', ''),
('synth', 'ys_cells', '917', ''),
('global_route', 'vias_in_the_first_global_route', '6338', ''),
('synth', 'postSynthCellCount', '917', ''),
('synth', 'synth.yosys.chip_area', '7320', 'um2');
==> stage by stage <==
stage	instances	area (um2)	setup WS [ns]	hold WS (ns)	util [%]
6_report	1291	8780	3.34	0.479	37.1
5_1_grt	1291	8780	3.10	0.508	37.1
4_1_cts	1291	8780	3.34	0.474	37.1
3_5_place_dp	1275	8480	2.98	0.466	35.8
3_3_place_gp	1275	8480	3.02	0.471	35.8
2_1_floorplan	917	7320	3.77	0.373	-
==> synth_stat cells, types with 25 or more instances <==
| library cell | instances | area (um2) |
|---|---|---|
| sky130_fd_sc_hd__nor2_1 | 77 | 289 |
| sky130_fd_sc_hd__ha_1 | 25 | 313 |
| sky130_fd_sc_hd__o22ai_1 | 25 | 156 |
| sky130_fd_sc_hd__xnor2_1 | 57 | 499 |
| sky130_fd_sc_hd__nand3_1 | 40 | 200 |
| sky130_fd_sc_hd__xor2_1 | 27 | 236 |
| sky130_fd_sc_hd__nand2_1 | 78 | 293 |
| sky130_fd_sc_hd__o21ai_0 | 57 | 285 |
| sky130_fd_sc_hd__a21oi_1 | 55 | 275 |
| sky130_fd_sc_hd__clkbuf_1 | 50 | 188 |
| sky130_fd_sc_hd__inv_1 | 32 | 120 |
| sky130_fd_sc_hd__dfrtp_1 | 79 | 1980 |
==> final cells by class <==
| class | count | area (um2) |
|---|---|---|
| well taps | 319 | 399 |
| inverters | 34 | 128 |
| fillers | 2477 | 14900 |
| repair buffers | 111 | 1070 |
| clock inverters | 7 | 77.6 |
| flip-flops and latches | 80 | 2000 |
| clock buffers | 9 | 225 |
| multi-input cells | 731 | 4870 |
==> layer usage <==
metal | global-route usage [%] | wire [um]
met1 | 28.1 | 10500
met2 | 27.8 | 9850
met3 | 3.96 | 1870
met4 | 3.71 | 511
met5 | 0 | 13
==> registers in the layout, indices dropped and copies added, names as in the netlist, 2 cells and up <==
name	flops
boom1_x	6
boom1_y	6
boom2_x	6
boom2_y	6
boom3_x	6
boom3_y	6
clk_cnt	32
direct1	2
direct2	2
state	3
==> worst max path at each step <==
stage     startpoint         end  cells past startpoint
5_1_grt   head_y1[2]  boom3_y[5]                      9
4_1_cts   head_y1[2]  boom3_y[5]                      9
6_report  head_y1[2]  boom3_y[5]                      9
==> logic make-up after synthesis <==
family,Yosys count,share of synthesized area (%)
AND-OR/OR-AND,277,25.7
XOR/XNOR,84,10.1
adder cells (fa/ha/maj),25,4.27
buffers and inverters,106,6.09
flip-flops,80,27.4
multiplexers,30,4.26
AND/OR/NAND/NOR,315,22.3
==> where the power goes <==
group	internal, mW	switching, mW	total [mW]	leakage (nW)
logic	0.758	0.897	1.66	2.23
clock network	0.289	0.215	0.503	0.147
registers	0.631	0.304	0.934	1.01
total	1.68	1.42	3.09	3.38
==> layout by cell type, fill, tap and decap left out, types with 21 or more instances in the layout <==
cell type and n:
sky130_fd_sc_hd__nor2_1 76, sky130_fd_sc_hd__nor3_1 22, sky130_fd_sc_hd__xnor2_1 57, sky130_fd_sc_hd__ha_1 25, sky130_fd_sc_hd__nand2_1 78, sky130_fd_sc_hd__mux2i_1 21
sky130_fd_sc_hd__o22ai_1 25, sky130_fd_sc_hd__nand3_1 40, sky130_fd_sc_hd__a21oi_1 55, sky130_fd_sc_hd__xor2_1 27, sky130_fd_sc_hd__inv_1 32, sky130_fd_sc_hd__clkdlybuf4s50_1 96
sky130_fd_sc_hd__dfrtp_1 79, sky130_fd_sc_hd__o21ai_0 57
Power figures rest on the tool's default switching activity, not on a simulated workload.
